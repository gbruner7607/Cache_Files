[/design/flow/design.v]
module buffer( Clk, 
                   dataIn, 
                   RD, 
                   WR, 
                   EN, 
                   dataOut, 
                   Rst,
                   EMPTY, 
                   FULL 
                   ); 
input  Clk, 
       RD, 
       WR, 
       EN, 
       Rst;
output  EMPTY, 
        FULL;
input   [31:0]    dataIn;
output reg [31:0] dataOut;  
reg [5:0]  Count = 0; 
reg [31:0] FIFO [32]; 
reg [5:0]  readCounter = 0, 
           writeCounter = 0; 
assign EMPTY = (Count==0)? 1'b1:1'b0; 
assign FULL = (Count==32)? 1'b1:1'b0; 
always @ (posedge Clk) 
begin 
 if (EN==0); 
 else begin 
  if (Rst) begin 
   readCounter = 0; 
   writeCounter = 0; 
   Count = 0;
   dataOut = 0;
  end 
  else if (RD ==1'b1 && ~EMPTY) begin 
   dataOut = FIFO[readCounter]; 
   readCounter = readCounter+1; 
  end 
  else if (WR==1'b1 && ~FULL) begin
   FIFO[writeCounter]  = dataIn; 
   writeCounter  = writeCounter+1; 
  end 
  else; 
 end 
 if (writeCounter>32) 
  writeCounter=0; 
 else if (readCounter>32) 
  readCounter=0; 
 else;
 if (readCounter > writeCounter) begin 
  Count=readCounter-writeCounter; 
 end 
 else if (writeCounter > readCounter) 
  Count=writeCounter-readCounter; 
 else Count = 0;
end 
endmodule
[/design/flow/config.mk]
export PLATFORM = sky130hd
export DESIGN_NAME = buffer
export DESIGN_NICKNAME = buffer
export VERILOG_FILES = /design/flow/design.v
export SDC_FILE = /design/flow/constraint.sdc
export NUM_CORES = 4
export LEC_CHECK = 1
export CORE_UTILIZATION = 50
[/design/flow/constraint.sdc]
current_design buffer

set clk_period 23.2
set clk_io_pct 0.2

create_clock -name clk0 -period $clk_period [get_ports {Clk}]

set non_clock_inputs [all_inputs -no_clocks]
set_input_delay [expr $clk_period * $clk_io_pct] -clock clk0 $non_clock_inputs
set_output_delay [expr $clk_period * $clk_io_pct] -clock clk0 [all_outputs]
[/design/flow/run.sh]
#!/bin/bash
# OpenROAD 26Q1-2900-gdf79404cd8, Yosys 0.63+post, stock flow scripts
make -C /OpenROAD-flow-scripts/flow DESIGN_CONFIG=/design/flow/config.mk WORK_HOME=/design/flow/orfs finish
==> job_summary.md <==
## Implementation flow summary

| Metric | Value |
|---|---|
| Minimum clock period | 8756 ps |
| Hold Crit Class | reg2reg |
| Slew @ Worst Pin | 1025 ps |
| Number of max-cap violations | 0 |
| Fmax | 0.1142 GHz |
| Yosys Chip Area | 41580 um2 |
| Die Ht | 290.4 um |
| RSZ-0062 raised after global routing | false |
| Io pins | 71 |
| Fp util | 50.56% |
| Post-CTS setup buffer count | 0 |
| Final wirelength | 95010 um |
| Synth Seq Share | 77.14% |
| Clock network power share | 34.4% |
| Clk pin slew, worst setup/hold paths | 70 ps |
| NetSw | 1.270 mW |
| Synth Cell Area | 41580 um2 |
| Syn Inst Count | 1772 |
| Cell count of the worst reg-to-reg path | 14 |
| Async SR Flop Fraction | 0% |
| Global-route wire length before repair | 140700 um |
| Clk_skew | 29.30 ps |
| Cells in synth_stat.txt | 1772 |
| Vias in the first global route | 21320 |
| Setup crit start kind | input port |
| Final GP Congestion | 0.8181 |
| Final routed DRC violation total | 0 |
| N_diodes | 0 |
| Hold wc startpoint | writeCounter[5]$_DFF_P_ |
| OpenROAD warning count | 35 |
| Row cnt | 105 |
| CTS buffer count | 107 |
| CP Capture Type | register |
| DPL Wire Length | 51930 um |
| Port Buffers | 70 |
| Vias | 18990 |
| Synth flops | 1074 |
| R2R Path Start | readCounter[0]$_DFF_P_ |
| Total Routing Usage GR | 26.40% |
| Share of layout cells above drive strength 1 | 29.62% |
| Synth-to-Final Area Change | 14.54% |
| Drt first pass iters | 5 |
| Core area | 82240 um2 |
| Clk latency of the worst-skew pair | 670 ps |
| Worst Hold Path EP | writeCounter[0]$_DFF_P_ |
| Worst R2R End | Count[3]$_DFF_P_ |
| Pint | 3.708 mW |
| R2R Setup Slk | 18330 ps |
| Largest net degree at the start of global routing | 94 |
| Pwr per Cell Area | 104.5 nW/um2 |
| Slew Limit Fails | 0 |
| LEAKAGE | 14.46 nW |
| EDFF count, synth | 1056 |
| CTS sink cnt | 1074 |
| WL per Instance | 30.66 um |
| Worst Path Max Fanout | 18 |
| Hold Vio Cnt, Final | 0 |
| Clock root buffer | clkbuf_16 |
| Chip area | 84310 um2 |
| DR vias/cell | 6.127 |
| Die width | 290.4 um |
| Maximum VDD drop | 0.07025 mV |
| Cycle use final | 37.74% |
| Slew margin rel. | 31.45% |
| Max Root-Sink Buffers | 3 |
| Hold slack | 667.3 ps |
| Area share, top type | 76.27% |
| Sw Share | 25.52% |
| Final ANT Viol Nets | 0 |
| Comb power frac | 21.0% |
| Grt total ovfl | 0 |
| Post-synth cell types | 60 |
| Cts hold-fix bufs | 0 |
| DR iter-0 viols | 1169 |
| Synth area leader | edfxtp_1 |
| TritonCTS clock tree | built |
| Top area cell types | edfxtp_1, mux4_2, dfxtp_1 |
| Synth Flop Type | edfxtp_1 |
| Status | complete, no violations |
| Cts repair resizes | 0 |
| CP Data Arrival Time | 9310 ps |
| Sequential Power Share | 44.7% |
| Total negative slack | 0 ps |
| Crit Path Class | in2reg |
| Hold path cells | 3 |
| Final setup fails | 0 |
| Mean Syn Cell Area | 23.46 um2 |
| Initial antenna violation count | 0 |
| Htree depth | 3 |
| CP required | 23760 ps |
| Syn. warnings | 1 |
## flip-flops by register name, summed over array words and instances (netlist names)
| signal | cells |
|---|---|
| readCounter | 6 |
| Count | 6 |
| writeCounter | 6 |
| FIFO | 1024 |
| dataOut | 32 |
## metrics by stage
| stage | cells | worst slack (ps) | util [%] | area, um2 | power [mW] |
|---|---|---|---|---|---|
| global route | 3099 | 14120 | 57.91 | 47620 | 5.184 |
| floorplan | 1772 | 15210 | - | 41580 | 3.001 |
| detailed placement | 2899 | 13790 | 53.62 | 44100 | 3.330 |
| CTS | 3099 | 14500 | 57.91 | 47620 | 5.042 |
| global placement | 2899 | 13870 | 53.62 | 44100 | 3.329 |
| finish | 3099 | 14440 | 57.91 | 47620 | 4.978 |
## worst max-delay path, cell delays in order
cell and delay (ps):
clkdlybuf4s50_1 790, and2_0 370, nand3_1 110, and4bb_2 340
mux2i_1 330, a21oi_4 140, nor3_1 640, fa_1 350
nor2b_1 60, o21ai_0 280, a21boi_0 200, o311ai_2 610
o21ai_0 200, o22a_1 230
## metal layers
metal | GRT usage (%) | routed length [um] | up-vias | part of all wire [%]
met4 | 3.684 | 1478 | 4 | 1.6
met5 | 1.872 | 208 | - | 0.22
met2 | 36.15 | 44330 | 1290 | 47
met3 | 21.46 | 17920 | 109 | 19
li1 | - | - | 7930 | -
met1 | 37.03 | 31080 | 9654 | 33
## cell usage in the layout (no fill, tap or decap), types with 5 or more instances in the layout
| cell type | count |
|---|---|
| nor2b_1 | 7 |
| dfxtp_1 | 13 |
| buf_4 | 75 |
| o21ai_0 | 15 |
| nor2_4 | 32 |
| clkinv_2 | 22 |
| edfxtp_1 | 1056 |
| a21oi_1 | 6 |
| clkbuf_1 | 20 |
| nand2_1 | 13 |
| nand2b_1 | 5 |
| mux2i_1 | 34 |
| clkdlybuf4s50_1 | 69 |
| o21a_1 | 6 |
| bufinv_16 | 12 |
| nor2_1 | 42 |
| or3_1 | 8 |
| ha_1 | 17 |
| nor3_1 | 8 |
| clkinv_1 | 23 |
| nand3_1 | 8 |
| mux4_2 | 320 |
| inv_1 | 17 |
| clkbuf_16 | 110 |
| clkinvlp_4 | 9 |
## cell usage after synthesis (6+ instances only)
library cell / number
a21oi_1: 6
buf_1: 11
buf_2: 24
clkbuf_1: 53
dfxtp_1: 18
edfxtp_1: 1056
ha_1: 17
inv_1: 17
mux2i_1: 34
mux4_2: 320
nand2_1: 13
nand3_1: 8
nor2_1: 74
nor2b_1: 7
nor3_1: 8
o21a_1: 6
o21ai_0: 15
or3_1: 8
## logic make-up (layout without fill, tap and decap cells)
family	after synthesis	in the layout	synth area share, %
adder cells (fa/ha/maj)	19	19	0.6079
buffers and inverters	107	364	1.074
multiplexers	355	355	18.18
AND/OR/NAND/NOR	146	146	1.709
AND-OR/OR-AND	67	67	1.210
flip-flops	1074	1074	77.14
XOR/XNOR	4	4	0.08428
## area by class of cell
| type | instances | area, um2 |
|---|---|---|
| clock inverters | 70 | 695.7 |
| repair buffers | 147 | 1299 |
| clock buffers | 130 | 2828 |
| flip-flops and latches | 1074 | 32090 |
| well taps | 1070 | 1339 |
| multi-input cells | 591 | 9311 |
| fillers | 5814 | 34620 |
| inverters | 17 | 63.81 |
## power by group through the flow
stage,clock (mW),sequential (mW),combinational (mW)
after CTS,1.75,2.23,1.07
after global routing,1.82,2.23,1.13
final,1.71,2.22,1.04
## worst max-delay path by stage
stage	from	end	slack [ps]	cells past startpoint
4_1_cts	EN	Count[3]$_DFF_P_	14500	14
5_1_grt	EN	Count[5]$_DFF_P_	14120	14
6_report	EN	Count[3]$_DFF_P_	14440	14
Power and IR drop assume default switching activity.
